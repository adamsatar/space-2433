[config.mk]
export PLATFORM = sky130hd
export DESIGN_NAME = vga_ctrl
export DESIGN_NICKNAME = vga_ctrl
export VERILOG_FILES = /design/flow/design.v
export SDC_FILE = /design/flow/constraint.sdc
export NUM_CORES = 4
export LEC_CHECK = 1
export CORE_UTILIZATION = 40
[constraint.sdc]
current_design vga_ctrl

set clk_period 4.4
set clk_io_pct 0.2

create_clock -name clk0 -period $clk_period [get_ports {clk}]

set non_clock_inputs [all_inputs -no_clocks]
set_input_delay [expr $clk_period * $clk_io_pct] -clock clk0 $non_clock_inputs
set_output_delay [expr $clk_period * $clk_io_pct] -clock clk0 [all_outputs]
[design.v]
`timescale 1ns / 1ps
module clked_negative_oneshot(
	input clk, reset, input_pulse,
	output reg oneshot
);
parameter state0=0, state1=1, state2=2, state3=3;
reg [1:0] state;
always@(state)
	if(state==state1) oneshot<=1;
	else oneshot<=0;
always @ (posedge clk)
	if(reset==1)	state <= 1; else
	case (state)
	0:	if (input_pulse==1) state<=state0; else state<=state1;
	1:	if (input_pulse==1) state<=state0; else state<=state3;
	2:	state<=state0;
	3:	if (input_pulse==1) state<=state0; else state<=state3;
	endcase
endmodule
`timescale 1ns / 1ps
module h_sync_ctrl #(parameter AV_X = 10'd640,H_SYNC_PULSE = 7'd95, H_FRONT_PORCH = 5'd25, H_BACK_PORCH = 6'd40)
	 (					 input clk,vga_clk,reset,
						 output line_end,h_sync,
						 output [9:0] x
    );
clked_negative_oneshot h_sync_oneshot (
    .clk(clk), 
    .reset(reset), 
    .input_pulse(vga_clk), 
    .oneshot(next_pixel_oneshot)
    );
localparam X_TOTAL = AV_X + H_SYNC_PULSE + H_FRONT_PORCH + H_BACK_PORCH;
assign line_end = x == X_TOTAL - 1'b1;
assign h_sync = ~(x>=(AV_X+H_FRONT_PORCH)&&x<=(AV_X+H_FRONT_PORCH+H_SYNC_PULSE));
nbit_cntr #(.PARALLEL_LOAD(1'b0),.BITS(6'd32),.INITIAL_COUNT(1'b0),.END_COUNT(X_TOTAL))  
x_counter(
				 .clk(clk), 
				 .reset(reset), 
				 .condition0(line_end||next_pixel_oneshot), 
				 .condition1(line_end), 
				 .count(x), 
				 .count_done()
			);
endmodule
`timescale 1ns / 1ps
module nbit_cntr #(parameter BITS = 6'd25, INITIAL_COUNT = 25
'd0, END_COUNT = 25'd12, PARALLEL_LOAD = 25'd0)
(	
	input clk,reset,condition0,condition1,
	output reg [BITS - 1: 0] count,
	output reg count_done
);
reg [BITS - 1: 0] next_count;
localparam idle_state = 2'b00, count_up_state = 2'b01, count_down_state = 2'b10, p_load_state = 2'b11;
always @(posedge clk or posedge reset)
	if(reset == 1'b1)
		count <= INITIAL_COUNT;
	else 
		count <= next_count;
always @(count or condition0 or condition1)
	case ({condition1, condition0})
		idle_state:			begin next_count <= count; count_done <= 1'b0; end  
		count_up_state: 	begin if(count == END_COUNT - 1'b1) begin count_done <= 1'b1; next_count <= 1'b0;end 
									 else begin count_done <= 1'b0; next_count <= count + 1'b1; end  
								end
		count_down_state: begin if(count == INITIAL_COUNT) begin count_done <= 1'b1; next_count <= END_COUNT; end
										else begin count_done <= 1'b0; next_count <= count - 1'b1; end  
								end
		p_load_state: 		begin next_count <= PARALLEL_LOAD; count_done <= 1'b0; end  
	endcase 
endmodule 
`timescale 1ns / 1ps
module square_wave_gen #(parameter SYSCLK_MHZ = 7'd100, TARGET_CLK_MHZ = 5'd25)(
		input clk, reset,
		output reg square_wave
    );
reg [15:0] tic_count, half_period;
initial begin 
	half_period <= SYSCLK_MHZ/(TARGET_CLK_MHZ*2);
end
always @(posedge clk or posedge reset)
	if(reset == 1'b1) begin tic_count <= 1'b0; square_wave <= 1'b0; end
		else if(tic_count == half_period - 1'b1) 
			begin square_wave <= ~square_wave; tic_count <= 1'b0; end
		else tic_count <= tic_count + 1'b1;
endmodule
`timescale 1ns / 1ps
module v_sync_ctrl #(parameter AV_Y = 10'd480,V_SYNC_PULSE = 2'd2, V_FRONT_PORCH = 4'd10, V_BACK_PORCH = 5'd29)
	(
					input clk, reset, line_end,
					output v_sync,
					output [9:0] y
   );
	 clked_negative_oneshot v_sync_oneshot (
    .clk(clk), 
    .reset(reset), 
    .input_pulse(line_end), 
    .oneshot(next_line_oneshot)
    );
localparam Y_TOTAL = AV_Y + V_SYNC_PULSE + V_FRONT_PORCH + V_BACK_PORCH;
assign frame_end = y == Y_TOTAL - 1'b1;
assign v_sync = ~(y>=(AV_Y+V_FRONT_PORCH)&&y<(AV_Y+V_FRONT_PORCH+V_SYNC_PULSE));
nbit_cntr #(.PARALLEL_LOAD(1'b0),.BITS(6'd32),.INITIAL_COUNT(1'b0),.END_COUNT(Y_TOTAL))  
y_counter(
				 .clk(clk), 
				 .reset(reset), 
				 .condition0(frame_end||next_line_oneshot), 
				 .condition1(frame_end), 
				 .count(y), 
				 .count_done()
			);
endmodule
`timescale 1ns / 1ps
module vga_ctrl #(parameter RESOLUTION_BITS = 4'd10, SYS_CLK_MHZ = 7'd100, 
									AV_X = 10'd640, H_SYNC_PULSE = 7'd95, H_FRONT_PORCH = 5'd25, H_BACK_PORCH = 6'd40, 
									AV_Y = 10'd480, V_SYNC_PULSE = 3'd2, V_FRONT_PORCH = 4'd10, V_BACK_PORCH = 5'd29)
	(
		input clk, reset, 
		output h_sync, v_sync,
		output [RESOLUTION_BITS - 1'b1: 0] x,y
   );
square_wave_gen vga_clk_unit (
    .clk(clk), 
    .reset(reset), 
    .square_wave(vga_clk)
    );
h_sync_ctrl #(.AV_X(AV_X),.H_SYNC_PULSE(H_SYNC_PULSE),.H_FRONT_PORCH(H_FRONT_PORCH),.H_BACK_PORCH(H_BACK_PORCH))
h_sync_unit (
		.clk(clk),
    .vga_clk(vga_clk), 
    .reset(reset),
    .line_end(line_end),
	 .h_sync(h_sync),
	.x(x)
    );
v_sync_ctrl #(.AV_Y(AV_Y),.V_SYNC_PULSE(V_SYNC_PULSE),.V_FRONT_PORCH(V_FRONT_PORCH),.V_BACK_PORCH(V_BACK_PORCH))
v_sync_unit 
	(
			 .clk(clk), 
			 .reset(reset), 
			 .line_end(line_end), 
			 .v_sync(v_sync), 
			.y(y)
	);
endmodule
[run.sh]
#!/bin/bash
# OpenROAD 26Q1-2900-gdf79404cd8, Yosys 0.63+post, stock flow scripts
make -C /OpenROAD-flow-scripts/flow DESIGN_CONFIG=/design/flow/config.mk WORK_HOME=/design/flow/orfs finish
==> out/qor.log <==
[logic_synthesis] Synth top cells by count sky130_fd_sc_hd__dfrtp_1 (37), sky130_fd_sc_hd__nor2_1 (22), sky130_fd_sc_hd__buf_4 (20), sky130_fd_sc_hd__xnor2_1 (20), sky130_fd_sc_hd__nand2_1 (14)
[clocking] clock tree from TritonCTS built
[floorplanning] overall die height 75.73 um
[logic_synthesis] synthesis-stage register bit count 41
[final_timing] count of final setup violators 0
[worst_hold_path] Min-Delay Startpoint v_sync_unit.v_sync_oneshot.state[1]
[setup_path] Crit path required time 3.52 ns
[drt] final wirelength 3365 um
[place] Cells after DPL 279
[logic_synthesis] post-synthesis cell type with the largest combined area sky130_fd_sc_hd__dfrtp_1
[drt] drt initial violations 45
[drt] via density per instance 4.784
[clocking] clock-pin slew of the registers on the worst-case setup and hold paths 0.07 ns
[logic_synthesis] YS chip area 2175 um^2
[final_timing] Worst Tran Pin Value 0.7092 ns
[logic_synthesis] most used flip-flop cell sky130_fd_sc_hd__dfrtp_1
[setup_path] combined buffer and inverter count along the critical path 2
[floorplanning] Std-Cell Core Area 5172 um^2
[drt] Post-route DRC 0
[logic_synthesis] post-synth design cell area 2175 um^2
[setup_path] sequence of cells on the critical path inv_1, ha_1, nor3b_1, o21ai_0, o2111ai_1, clkdlybuf4s50_1
[floorplanning] Chip Footprint 5735 um^2
[setup_path] critical path capture point type output pin
[clocking] buffer count from post-CTS setup fixing 0
[drt] antenna viol nets, final 0
[clocking] post-cts sizing count 0
[logic_synthesis] yosys warns 11
[logic_synthesis] total cells reported by yosys after synthesis 214
[power] total power after layout 1.133 mW
[final_timing] final max-slew violation count 0
[grt] initial antenna violation count 0
[cells_and_area] utilization after layout 46.35%
[final_timing] final critical path time including I/O delays and setup 2.697 ns
[grt] total track usage 13.63%
[setup_path] critical path arrival 1.82 ns
[final_timing] Max Fclk 370.7 MHz
[clocking] CTS hold repair buffers 0
[drt] average wire length per cell after detail routing 11.72 um
[setup_path] critical path launch point h_sync_unit.x_counter.count[0]
[clocking] CTS buffer count 5
[cells_and_area] share of final-layout standard cells stronger than drive strength 1 5.530%
[floorplanning] number of core rows 26
[drt] Diodes inserted 0
[power] maximum vdd drop 0.2562 mV
[setup_path] source of the worst register-to-register timing path vga_clk_unit.tic_count[2]
[place] Detail Placement HPWL 2388 um
[cells_and_area] number of fill cells 485
[final_timing] setup repair after global routing missed its margin false
[final_timing] crit share post-route 61.30%
[clocking] number of levels in the clock H-tree 2
[setup_path] type of the worst setup path flop to output pin
[logic_synthesis] Unique masters post-synth 33
[clocking] clock tree sinks 41
[clocking] later-pin clock latency in the skew report 0.29 ns
[logic_synthesis] library cell with the highest instance count after synthesis sky130_fd_sc_hd__dfrtp_1
[flow_run] reported max-cap violation count 0
[flow_run] number of warning messages in the logs 31
[setup_path] kind of launch point of the worst setup path flop
[place] final weighted congestion of routability-driven global placement 0.7943
[drt] iteration tally of the first detailed-router pass 4
[setup_path] Critical Path Max Stage Delay 0.45 ns
[logic_synthesis] sequential element share of the synthesized area 46.26%
[final_timing] final hold viol count 0
[cells_and_area] growth of design area from synthesis to finish 10.24%
[grt] number of global-route vias before repair 1319
[clocking] maximum buffer depth of the clock tree 2
[setup_path] slowest library cell on the worst path sky130_fd_sc_hd__dfrtp_1
[logic_synthesis] Dominant cell area share 42.58%
[worst_hold_path] class of the tightest hold or removal check flop to flop
[final_timing] total negative slack for setup checks 0 ns
[logic_synthesis] mean instance size in the synthesized netlist 10.16 um^2
[logic_synthesis] instance count of the mapped netlist 214
[floorplanning] die width 75.73 um
[grt] overall overflow remaining after global route 0
[setup_path] worst-path fanout max 6
[power] power per unit of standard cell area 472.6 nW/um^2
[power] cell leakage power 1.060 nW
[clocking] CTS Root Cell sky130_fd_sc_hd__clkbuf_8
[floorplanning] # IOs 24
[final_timing] Clock Skew 0.006247 ns
[cells_and_area] count of placed standard cells in the final layout, fillers left out 287
[drt] vias after detailed routing 1373
[logic_synthesis] proportion of register bits with asynchronous set or reset after synthesis 90.24%
[grt] wire length of the first global-routing pass 5851 um
[grt] pin count of the biggest net entering global routing 21
[logic_synthesis] top post-synthesis cells by area sky130_fd_sc_hd__dfrtp_1 (43%), sky130_fd_sc_hd__xnor2_1 (8.1%), sky130_fd_sc_hd__buf_4 (6.9%)
[final_timing] max-slew headroom at the worst pin 52.67%
[logic_synthesis] count of flip-flops with a built-in enable after synthesis 0
[run_status] run status finished, final reports clean
[setup_path] Worst path top cell family by delay buffers and inverters
[floorplanning] fp_density 42.04%
[place] input/output buffers 23
## per-layer routing
layer / GRT usage, % / vias up / wire (um)
met4: 2.263 / 0 / 71
met3: 2.547 / 8 / 137
met2: 21.03 / 24 / 1421
met1: 21.18 / 646 / 1735
li1: - / 695 / -
met5: 0 / - / 0
## through the flow
stage | cell area, um^2 | hold WS (ns) | worst slack (ns)
4_1_cts | 2397 | 0.4153 | 1.678
2_1_floorplan | 2175 | 0.4002 | 2.493
3_3_place_gp | 2281 | 0.4072 | 2.023
5_1_grt | 2397 | 0.4250 | 1.573
6_report | 2397 | 0.4189 | 1.703
3_5_place_dp | 2281 | 0.4107 | 2.000
## cells by family after synthesis
family                     Yosys count  synth area share, %
muxes                                2               0.9206
DFF                                 41                46.26
AOI/OAI and AO/OA                    9                2.532
and+or+nand+nor                     84                21.00
xor gates and xnor gates            31                12.49
buffers and inverters               38                11.62
adders and majority gates            9                5.178
## flip-flops by register name, summed over array words and instances (netlist names)
| name | cells |
|---|---|
| h_sync_unit.x_counter.count | 10 |
| v_sync_unit.y_counter.count | 10 |
| vga_clk_unit.tic_count | 16 |
| v_sync_unit.v_sync_oneshot.state | 2 |
| h_sync_unit.h_sync_oneshot.state | 2 |
| vga_clk_unit.square_wave | 1 |
## tightest hold or removal path, delay by kind of cell (launching register included)
family | cells | cell delay [ns]
AND/OR/NAND/NOR | 2 | 0.08
flip-flops | 1 | 0.30
## placed cells by master (no fill, tap or decap), drive strengths merged, types with 3 or more instances in the layout
cell           count
ha                 9
nand2             14
dfrtp             37
nand3             11
nand4              9
xor2              11
nor2b              3
nor4               3
xnor2             20
clkdlybuf4s50     23
inv                9
clkbuf             7
nor3               4
o21ai              4
and4               4
dfxtp              4
and3               6
nor2              22
## path summary, 6_finish.rpt
| check | to | slack (ns) | cells past startpoint |
|---|---|---|---|
| hold reg to reg | v_sync_unit.v_sync_oneshot.state[0] | 0.42 | 2 |
| setup reg to reg | vga_clk_unit.tic_count[15] | 2.74 | 4 |
| max in group asynchronous | vga_clk_unit.tic_count[12] | 2.54 | 3 |
| setup / recovery | h_sync | 1.70 | 6 |
| hold / removal | v_sync_unit.v_sync_oneshot.state[0] | 0.42 | 2 |
| min in group asynchronous | v_sync_unit.y_counter.count[2] | 1.13 | 2 |
## where the power goes
group          total (mW)  switching [mW]  leakage (nW)  internal (mW)
sequential          0.547           0.110         0.527          0.437
clock               0.308           0.123        0.0585          0.185
combinational       0.278           0.101         0.474          0.177
## layout make-up
class | count | area (um^2) | area share [%]
inverter | 9 | 33.78 | 1.409
timing repair buffer | 24 | 237.7 | 9.916
tap | 70 | 87.58 | 3.653
clock inverter | 1 | 30.03 | 1.253
clock buffer | 7 | 86.33 | 3.601
multi-input combinational | 135 | 915.9 | 38.20
sequential | 41 | 1006 | 41.96
Power is estimated from default activity; no workload was simulated.
