### flow/design.v
`timescale 1ns / 1ps
module debouncer(
		input clk, reset, input_pulse,
		output reg debounced_output
    );
	 localparam idle_state = 2'b00,
					delay_state = 2'b01,
					transit_state = 2'b10,
					output_state = 2'b11;
reg [1:0] current_state, next_state;
wire time_out, clear_timer;
assign  clear_time = (current_state == delay_state ? 1'b0 : 1'b1);
always @(posedge clk)
	if(reset == 1'b1)
		current_state <= idle_state;
	else 
		current_state <= next_state;
always @(current_state)
	case(current_state)
	idle_state:		debounced_output <= 1'b0;  
	delay_state: 	debounced_output <= 1'b0;  
	transit_state: debounced_output <= 1'b0;  
	output_state: 	debounced_output <= 1'b1;  
	endcase
always@(current_state or input_pulse or time_out)
	case (current_state)
	0:	if (input_pulse == 1'b0) next_state<=idle_state; else next_state<=delay_state;
	1:	if (time_out==1'b0) next_state<=delay_state; else next_state<=transit_state;
	2: if (input_pulse==1'b0) next_state<=idle_state; else next_state<=output_state;
	3:	if (input_pulse==1'b0) next_state<=idle_state; else next_state<=output_state;
	endcase
delay_loop debounce_delay (
    .base_clk(clk), 
    .reset(reset), 
    .time_out(time_out)
    );
endmodule
`timescale 1ns / 1ps
module delay_loop #(parameter N_BITS = 6'd32, DELAY_CYCLES = 32'd1)
	(
		input base_clk, reset, 
		output reg time_out
    );
	reg [N_BITS - 1:0] tic_count;
	always @(posedge base_clk)
		if(reset == 1'b1) tic_count <= 1'b0;
		else if(tic_count == DELAY_CYCLES - 1'b1)
			tic_count <= 1'b0;
		else tic_count <= tic_count + 1'b1;
	always @(tic_count)
		if(tic_count == DELAY_CYCLES - 1'b1)
			time_out <= 1'b1;
		else time_out <= 1'b0;
endmodule
### flow/run.sh
#!/bin/bash
# OpenROAD 26Q1-2900-gdf79404cd8, Yosys 0.63+post, stock flow scripts
make -C /OpenROAD-flow-scripts/flow DESIGN_CONFIG=/design/flow/config.mk WORK_HOME=/design/flow/orfs finish
### flow/config.mk
export PLATFORM = sky130hd
export DESIGN_NAME = debouncer
export DESIGN_NICKNAME = debouncer
export VERILOG_FILES = /design/flow/design.v
export SDC_FILE = /design/flow/constraint.sdc
export NUM_CORES = 4
export LEC_CHECK = 1
export CORE_AREA = 10 10 100 100
export DIE_AREA = 0 0 110 110
### flow/constraint.sdc
current_design debouncer

set clk_period 4.8
set clk_io_pct 0.2

create_clock -name clk0 -period $clk_period [get_ports {clk}]

set non_clock_inputs [all_inputs -no_clocks]
set_input_delay [expr $clk_period * $clk_io_pct] -clock clk0 $non_clock_inputs
set_output_delay [expr $clk_period * $clk_io_pct] -clock clk0 [all_outputs]
==> impl_metrics.env <==
# implementation run metrics
export IMPL_drc=0
export IMPL_antenna_cells=0
export IMPL_core_area_mm2=0.00781
export IMPL_topCellsByArea="dfxtp_1 42%, a21oi_1 4.9%, nand4_1 4.3%, nor2_1 3.7%, xnor2_1 3.5%"
export IMPL_grt_pass1_vias=1284
export IMPL_grt_pass1_wl_mm=6.05
export IMPL_post_route_period_util=0.431
export IMPL_fin_crit_ps=2070
export IMPL_hp_start="current_state[2]"
export IMPL_hp_class="reg2reg"
export IMPL_grt_usage=0.0601
export IMPL_flop_cell="dfxtp_1"
export IMPL_rows=32
export IMPL_vias=1425
export IMPL_crit_family="buffers and inverters"
export IMPL_cp_cell_sequence="clkdlybuf4s50_1"
export IMPL_cts_buffers=5
export IMPL_path_max_fanout=3
export IMPL_crit_type="reg2out"
export IMPL_final_cell_area_mm2=0.00193
export IMPL_vdd_drop_max_mv=0.0766
export IMPL_initCoreUtil=0.221
export IMPL_drv_slew=0
export IMPL_cts_sinks=36
export IMPL_synthCells=198
export IMPL_run_status="completed"
export IMPL_antenna_found_initial=0
export IMPL_worst_pin_slew_ps=455
export IMPL_syn_avg_cell_area_um2=8.73
export IMPL_end_kind="output pin"
export IMPL_synthesis_area_mm2=0.00173
export IMPL_place_gp_congestion=0.797
export IMPL_port_buffers=3
export IMPL_cts_tree="yes"
export IMPL_most_common_cell="dfxtp_1"
export IMPL_placed_area_mm2=0.00184
export IMPL_num_io_pins=4
export IMPL_synth_async_reset_ratio=0
export IMPL_largest_area_cell="dfxtp_1"
export IMPL_die_h_um=110
export IMPL_cts_repair_resized=0
export IMPL_drv_cap=0
export IMPL_cts_hold_buf=0
export IMPL_start_kind="register"
export IMPL_dr_pass1_iters=4
export IMPL_yosysSeqAreaShare=0.417
export IMPL_cts_setup_buffers=0
export IMPL_n_fill_cell=832
export IMPL_edf_count=0
export IMPL_yosys_stat_area_mm2=0.00173
export IMPL_overflow=0
export IMPL_warning_count=26
export IMPL_power_per_cell_area_mw_per_mm2=273
export IMPL_finalPower_uw=527
export IMPL_dpl_hpwl_mm=2.23
export IMPL_reg2reg_from="debounce_delay.tic_count[0]"
export IMPL_numSynthFlops=36
export IMPL_h_tree_depth=2
export IMPL_hold_viol_final=0
export IMPL_drive_above_1_share=0.0650
export IMPL_ys_warn_count=3
export IMPL_clkTransAtPathRegs_ps=70
export IMPL_synth_cell_type_count=28
export IMPL_area_growth_syn_to_layout_pct=11.9
export IMPL_fin_tns_setup_ps=0
export IMPL_vias_per_cell=4.72
export IMPL_top_cells_by_count="36 x dfxtp_1, 17 x a21oi_1, 17 x nor2_1"
export IMPL_fp_dieW_um=110
export IMPL_crit_path_max_incr_delay_ps=470
export IMPL_cts_root_buf="clkbuf_8"
export IMPL_grt_start_max_net_pins=33
export IMPL_final_cells=302
export IMPL_fin_skew_ps=5.53
export IMPL_wl_per_cell_um=11.5
export IMPL_crit_arrival_ps=1110
export IMPL_top_area_frac=0.417
export IMPL_drt_iter0_drc=78
export IMPL_required_ps=3840
export IMPL_setup_viol_count_final=0
export IMPL_clk_latency_ps=280
export IMPL_fmax_mhz=484
export IMPL_clockBufferDepth=2
export IMPL_ys_cells=198
export IMPL_startpoint="current_state[3]"
export IMPL_maxSlewHeadroom=0.697
export IMPL_place_inst=294
export IMPL_wl_mm=3.46
export IMPL_rsz0062_at_grt="no"
export IMPL_leakage_uw=0.000568
export IMPL_cp_slowest_cell="clkdlybuf4s50_1"
export IMPL_critPathBufInv=1
export IMPL_die_area_mm2=0.0121
export IMPL_ant_nets=0
-- cell families (layout without fill, tap and decap cells) --
| kind of cell | Yosys count | count (layout) | share of synthesized area |
|---|---|---|---|
| fa+ha+maj | 2 | 2 | 0.0145 |
| flops | 36 | 36 | 0.417 |
| buf+inv | 16 | 18 | 0.0471 |
| xor+xnor | 14 | 14 | 0.0710 |
| compound gates | 37 | 37 | 0.126 |
| simple gates | 93 | 93 | 0.324 |
-- power by group --
group          switching [µW]  internal, µW
Combinational            1.92          2.69
Clock                     104           117
Sequential              0.887           300
Total                     107           420
-- through the flow --
step | setup slack, ps | hold WS [ps] | util
2_1_floorplan | 3170 | 423 | -
3_3_place_gp | 2630 | 454 | 0.236
3_5_place_dp | 2610 | 456 | 0.236
4_1_cts | 2720 | 472 | 0.248
5_1_grt | 2620 | 502 | 0.248
6_report | 2730 | 470 | 0.248
-- worst min-delay path: stages (launching register included) --
cell,delay [ps]
dfxtp_1,320
nand2_1,70
nor4_1,40
-- final timing paths --
kind | cells past startpoint | endpoint | slack (ps)
setup / recovery | 1 | debounced_output | 2730
hold / removal | 2 | current_state[1] | 470
setup reg to reg | 7 | debounce_delay.tic_count[13] | 2750
hold reg to reg | 2 | current_state[1] | 470
-- layer usage --
layer  up-vias  wire length (µm)  GRT usage
li1        741                 -          -
met1       646              1800     0.0885
met2        30              1360     0.0876
met3         8               237     0.0165
met4         0                60    0.00929
met5         -                 0          0
-- sequential cells by signal, indices dropped and copies added, names as in the netlist --
| register | cells |
|---|---|
| debounce_delay.tic_count | 32 |
| current_state | 4 |
-- cell usage in the layout (no fill, tap or decap), types with 6 or more instances in the layout --
cell type	Yosys	layout
o31ai_1	8	8
clkbuf_8	0	6
nor2_1	17	17
xnor2_1	7	7
xor2_1	7	7
or3_1	9	9
dfxtp_1	36	36
or4_1	7	7
nand3_1	9	9
nor4_1	9	9
a21oi_1	17	17
o21ai_0	10	10
inv_1	6	6
nand2_1	11	11
nand4_1	12	12
-- cell type report --
class	instances	area, µm²	share of cell area
Tap cell	102	128	0.0660
Multi-Input combinational cell	146	935	0.483
Sequential cell	36	721	0.373
Inverter	6	22.5	0.0117
Timing Repair Buffer	4	37.5	0.0194
Clock buffer	8	90.1	0.0466
No activity file was given, so power comes from the tool's default toggle rates.
