## design/flow/design.v

```verilog
`timescale 1ns / 1ps
module game_module2018fall(
				input [9:0] x,
				input [9:0] y,
				input rota,
				input rotb,
								input p1_rota,
				input p1_rotb,
				output [2:0] red,
				output [2:0] green,
				output [1:0] blue,
				input reset,
				input clk,
				output reg [6:0] score,
				output reg [2:0] sound_to_play,
				input title_screen_on,
				input one_second_oneshot,
				output reg [3:0] game_event,
				output reg [9:0] ship_x, ship_y,
				output reg [7:0] ship_line_number, ship_pixel_number,
								output reg [9:0] p1_ship_x, p1_ship_y,
				output reg [7:0] p1_ship_line_number, p1_ship_pixel_number,
				input inc_score_signal
				);
always @(posedge clk) 
if (inc_score_signal == 1'b1)
	score <= score + 1'b1;
reg [8:0] paddlePosition;
reg [2:0] quadAr, quadBr;
always @(posedge clk) quadAr <= {quadAr[1:0], rota};
always @(posedge clk) quadBr <= {quadBr[1:0], rotb};
reg [2:0] p1_quadAr, p1_quadBr;
always @(posedge clk) p1_quadAr <= {p1_quadAr[1:0], p1_rota};
always @(posedge clk) p1_quadBr <= {p1_quadBr[1:0], p1_rotb};
localparam arena_y_offset = 8'd100;
 localparam ship_y_offset = 64;
	 localparam av_x = 640;
	 localparam av_y = 480;
	localparam ship_x_pixels = 64;
	localparam ship_y_pixels = 64;
	localparam ship_pixels = 4096;
	 localparam ship_x0 = (av_x/2 - ship_x_pixels/2); 
    localparam ship_y0 = av_y - ship_y_offset; 
always @(posedge clk or posedge reset) begin
	if(reset == 1'b1) 
	begin
		ship_x <= ship_x0;
		ship_y <= ship_y0;
	end
	else if(quadAr[2] ^ quadAr[1] ^ quadBr[2] ^ quadBr[1])
		begin
	if(quadAr[2] ^ quadBr[1]) begin
		if(ship_x < (av_x - ship_x_pixels - 1'b1))
			ship_x <= ship_x - 3'd4;
	end
	else begin
		if(ship_x > 0)
			ship_x <= ship_x + 3'd4;
	end
end
end
 localparam p1_ship_x_offset = 10'd0;
 localparam   p1_av_x = 10'd640;
 localparam  p1_av_y = 10'd480;
	 localparam p1_ship_x_pixels = 10'd32;
	 localparam p1_ship_y_pixels = 10'd32;
	localparam p1_ship_pixels = 16'd1024;
	 localparam p1_ship_y0 = (av_y/2 - p1_ship_y_pixels/2); 
    localparam p1_ship_x0 = p1_ship_x_offset;
always @(posedge clk or posedge reset) begin
	if(reset == 1'b1) 
	begin
				p1_ship_x <= p1_ship_x0;
		p1_ship_y <= p1_ship_y0;
	end
	else if(p1_quadAr[2] ^ p1_quadAr[1] ^ p1_quadBr[2] ^ p1_quadBr[1])
		begin
	if(p1_quadAr[2] ^ p1_quadBr[1]) begin
		if(p1_ship_y > arena_y_offset)
			p1_ship_y <= p1_ship_y - 3'd4;
	end
	else begin
		if(p1_ship_y < av_y)
			p1_ship_y <= p1_ship_y + 3'd4;
	end
end
end
reg [9:0] ballX;
reg [8:0] ballY;
reg ballXdir, ballYdir;
reg bounceX, bounceY, bounce_paddle;
wire endOfFrame = (x == 0 && y == 480);
endmodule
```

## design/flow/run.sh

```bash
#!/bin/bash
# OpenROAD 26Q1-2900-gdf79404cd8, Yosys 0.63+post, stock flow scripts
make -C /OpenROAD-flow-scripts/flow DESIGN_CONFIG=/design/flow/config.mk WORK_HOME=/design/flow/orfs finish
```

## design/flow/config.mk

```make
export PLATFORM = sky130hd
export DESIGN_NAME = game_module2018fall
export DESIGN_NICKNAME = game_module2018fall
export VERILOG_FILES = /design/flow/design.v
export SDC_FILE = /design/flow/constraint.sdc
export NUM_CORES = 4
export LEC_CHECK = 1
export CORE_AREA = 10 10 109 109
export DIE_AREA = 0 0 119 119
```

## design/flow/constraint.sdc

```tcl
current_design game_module2018fall

set clk_period 3.1
set clk_io_pct 0.2

create_clock -name clk0 -period $clk_period [get_ports {clk}]

set non_clock_inputs [all_inputs -no_clocks]
set_input_delay [expr $clk_period * $clk_io_pct] -clock clk0 $non_clock_inputs
set_output_delay [expr $clk_period * $clk_io_pct] -clock clk0 [all_outputs]
```

==> reports/results.ini <==
[run_status]
status = finished, final reports clean

[hold_path]
hp-class = flop to flop
min_from = quadAr[0]

[cts]
cts_max_path_buffers = 2
cts-resized-gates = 0
cts_hold_buf = 0
insertion_delay_ns = 0.27
cts_max_level = 2
post_cts_buffers = 0
cts_sinks = 35
cts_tree = yes
cts-root-buf = clkbuf_8
cts_buffers = 5
clk_pin_slew_worst_paths_ns = 0.07

[placement]
gp_congestion = 0.837
dp_hpwl_mm = 3.52
numPortBuffers = 29

[final_timing]
hold_viol_final = 0
fmax_mhz = 419
period_needed_ns = 2.39
min_period_over_period = 0.770
setup_viol = 0
rsz0062_at_grt = no
finClkSkew_ns = 0.00588
setup_tns_ns = 0
slew_headroom = 0.406
slew_violations = 0
fin_hold_ws_ns = 0.328
worstMarginPinSlew_ns = 0.891

[flow_run]
log.warning_count = 49
cap_violations = 0

[detailed_routing]
vias_per_cell = 3.56
ant_nets = 0
topRoutingLayerUsed = met4
drc = 0
wl_met3_um = 305
drtPass1Iterations = 3
wl_per_cell_um = 11.1
num_vias = 1407
drt_first_iter_violations = 50
num_antenna_cells = 0
dr_wl_met2_mm = 2.11
wl_met1_mm = 1.92
routed_wl_mm = 4.38

[setup_path]
critPathSlowestCell = mux4_1
end_kind = flop
required_ns = 3.25
crit_chain = xnor2_2, inv_1, ha_1, a21o_1, nand4_1, nand4_1, a31oi_1, mux4_1
cpPeakStageDelay_ns = 0.57
cpMostUsedCell = nand4_1
rr_startpoint = quadAr[2]
critPathLaunchType = flop
crit_buf_inv = 1
worst-path-max-fanout = 7
critPathLaunch = quadAr[2]
critPathKind = flop to flop
cp_top_family = multiplexers
arrival_ns = 2.53

[die]
die_width_um = 119
rows = 36
die_area_um2 = 14200
chipHeight_um = 119
initCoreUtil = 0.246
io_pins = 123
core_um2 = 9640

[power]
total_leakage_power_nw = 1.18
ir_drop_v = 0.000371
power_frac_comb = 0.497
switching_share = 0.342
pwr_density_cell_nw_per_um2 = 823
power.switching_uw = 739
p_int_mw = 1.42
p_seq_frac = 0.363
pwr-share-clk = 0.140

[grt]
grt_usage = 0.0587
antenna_found_initial = 0
grt_max_degree = 17
grt_pass1_wl_mm = 7.18
first_global_vias = 1556
grt_overflow = 0

[synthesis]
yosys_area_um2 = 2370
synth_area_um2 = 2370
ys_types = 40
ys_sh_xor = 0.0807
ys_warn_count = 48
synth-simple-area-share = 0.0749
synth_top_cell_by_area = buf_4
synthTopCellsByArea = buf_4 (22%), dfrtp_1 (12%), dfxtp_1 (10%), edfxtp_1 (8.9%), ha_1 (7.9%)
top_cell_area_share = 0.225
avgSynthCellArea_um2 = 10.4
postSynthSeqShare = 0.361
synth_adder_area_share = 0.0960
logic_family = buffers and inverters
ys_cells = 228
synth_flops = 35
ys_sh_mux = 0.0538
syn-instance-count = 228
compound_area_frac = 0.0934

[cells_and_area]
syn2layout_area_growth_pct = 10.9
drive_above_1_share = 0.0802
n_fill_cell = 1042

## cells by family after synthesis
logic type	after synthesis
other	2
multiplexers	8
buffers and inverters	78
adder cells (fa/ha/maj)	17
AND-OR/OR-AND	30
flip-flops	35
AND/OR/NAND/NOR	37
XOR/XNOR	21
## synthesized netlist by cell type (all sizes together)
| cell | n |
|---|---|
| xor2 | 9 |
| nor2 | 7 |
| a2bb2oi | 1 |
| o211ai | 2 |
| xnor2 | 12 |
| nor3 | 3 |
| nand2 | 13 |
| o21bai | 1 |
| inv | 6 |
| buf | 72 |
| a21o | 5 |
| or3 | 1 |
| a31oi | 2 |
| mux4 | 1 |
| nor2b | 2 |
| nand4b | 1 |
| ha | 15 |
| conb | 2 |
| o311a | 1 |
| fa | 2 |
| mux2 | 7 |
| edfxtp | 7 |
| dfxtp | 12 |
| and3 | 1 |
| nand3 | 5 |
| a32o | 1 |
| nand4 | 3 |
| a211oi | 1 |
| a32oi | 1 |
| dfstp | 5 |
| o21ai | 6 |
| dfrtp | 11 |
| a21oi | 8 |
| and2b | 1 |
| o32a | 1 |
## layer usage
| metal | global-route usage | vias to the layer above |
|---|---|---|
| met5 | 0 | - |
| met4 | 0.00840 | 0 |
| met3 | 0.0206 | 2 |
| met2 | 0.101 | 59 |
| met1 | 0.0704 | 641 |
| li1 | - | 705 |
## path summary, 6_finish.rpt
| path | endpoint | slack, ns | cells after the start |
|---|---|---|---|
| setup / recovery | ship_x[9] | 0.71 | 8 |
| hold reg to reg | quadAr[1] | 0.33 | 0 |
| min in group asynchronous | p1_ship_y[9] | 0.75 | 2 |
| hold / removal | quadAr[1] | 0.33 | 0 |
| setup reg to reg | ship_x[9] | 0.71 | 8 |
| max in group asynchronous | ship_x[4] | 1.91 | 2 |
## cell usage in the layout, fill, tap and decap left out, types with 2 or more instances in the layout
master,netlist,final
dfstp_2,5,5
clkinv_1,0,2
o211ai_1,2,2
xnor2_1,11,11
nor2_1,7,7
nand3_1,5,5
dfrtp_1,11,11
fa_1,2,2
o21ai_0,6,6
ha_1,15,15
inv_1,6,6
nand2_1,12,12
dfxtp_1,12,12
clkdlybuf4s50_1,0,29
nor2b_1,2,2
xor2_1,9,9
nor3_1,3,3
a21oi_1,8,8
mux2_4,6,6
edfxtp_1,7,7
nand4_1,3,3
clkbuf_8,0,5
conb_1,2,71
a21o_1,5,5
## registers in the layout (all words and copies together), names as in the netlist
signal,count
p1_quadAr,3
p1_quadBr,3
p1_ship_y,8
quadAr,3
quadBr,3
score,7
ship_x,8
## cell type report
class / instances / area (µm²) / share of cell area
Clock buffer: 6 / 72.6 / 0.0276
Clock inverter: 2 / 7.51 / 0.00286
Inverter: 6 / 22.5 / 0.00857
Multi-Input combinational cell: 184 / 1210 / 0.461
Sequential cell: 35 / 857 / 0.326
Tap cell: 133 / 166 / 0.0633
Timing Repair Buffer: 29 / 290 / 0.110
## power by group through the flow
stage	Clock (mW)	Combinational, mW	Sequential, mW
CTS	0.326	1.10	0.788
global route	0.340	1.24	0.815
finish	0.302	1.07	0.786
## worst reg2reg max path, stage by stage (launching register included)
cell	delay (ns)
dfxtp_1	0.32
xnor2_2	0.20
inv_1	0.19
ha_1	0.32
a21o_1	0.19
nand4_1	0.08
nand4_1	0.15
a31oi_1	0.24
mux4_1	0.57
## stage by stage
stage	total power [mW]	instance area, µm²	instances	util	setup slack (ns)
detailed placement	1.89	2550	387	0.264	0.714
CTS	2.21	2630	395	0.273	0.698
global route	2.40	2630	395	0.273	0.498
finish	2.16	2630	395	0.273	0.713
global placement	1.87	2550	387	0.264	0.739
floorplan	1.56	2630	297	-	0.902
Power figures rest on the tool's default switching activity, not on a simulated workload.
